$ cat flow/run.sh
#!/bin/bash
# OpenROAD 26Q1-2900-gdf79404cd8, Yosys 0.63+post, stock flow scripts
make -C /OpenROAD-flow-scripts/flow DESIGN_CONFIG=/design/flow/config.mk WORK_HOME=/design/flow/orfs finish
$ cat flow/config.mk
export PLATFORM = sky130hd
export DESIGN_NAME = tetris_controller
export DESIGN_NICKNAME = tetris_controller
export VERILOG_FILES = /design/flow/design.v
export SDC_FILE = /design/flow/constraint.sdc
export NUM_CORES = 4
export LEC_CHECK = 1
export CORE_AREA = 10 10 72 72
export DIE_AREA = 0 0 82 82
$ cat flow/constraint.sdc
current_design tetris_controller

set clk_period 1.3
set clk_io_pct 0.2

create_clock -name clk0 -period $clk_period [get_ports {clk}]

set non_clock_inputs [all_inputs -no_clocks]
set_input_delay [expr $clk_period * $clk_io_pct] -clock clk0 $non_clock_inputs
set_output_delay [expr $clk_period * $clk_io_pct] -clock clk0 [all_outputs]
$ cat flow/design.v
module tetris_controller (
    input clk,
    input reset,
    input tick,  
    input move_left,
    input move_right,
    input move_down,
    input rotate,
    output reg [3:0]x,
    output reg [3:0]y,
    output reg [1:0]orientation,  
    output reg update_position  
);
reg [3:0]next_x, next_y;
reg [1:0]next_orientation;
always @(posedge clk or posedge reset) begin
    if (reset) begin
        x <= 4'd5;
        y <= 4'd0;
        orientation <= 2'd0;
        update_position <= 1'b0;
    end else begin
        next_x = x;
        next_y = y;
        next_orientation = orientation;
        update_position = 1'b0;
        if (move_left) begin
                next_x = x-1;
                update_position = 1'b1;
        end else if (move_right) begin
                next_x = x+1;
                update_position = 1'b1;
        end else if (rotate) begin
                next_orientation = orientation+1;
                update_position = 1'b1;
        end else if (move_down) begin
                next_y = y+1;
                update_position = 1'b1;
        end else if (tick) begin
                next_y = y+1;
                update_position = 1'b1;
        end
        if (update_position) begin
            x <= next_x;
            y <= next_y;
            orientation <= next_orientation;
        end
    end
end
endmodule
==> impl_metrics.csv <==
group,metric,value,unit
detailed_routing,routed_wl,1630,um
floorplanning,die_y,82,um
yosys,ff_type,"dfrtp_1",
yosys,syn_avg_cell_area,11.7,um^2
worst_setup_path,worstRegToRegCells,5,
timing,tightest_slew,0.434,ns
timing,fin_crit,1.44,ns
power,clock_power_share,16.4,%
yosys,edf_count,0,
floorplanning,fp-utilization,16.1,%
yosys,numSynthFlops,11,
placement,postPlaceCellArea,932,um^2
worst_setup_path,startpoint_type,"flop",
global_routing,grt_pass1_vias,565,
clock_network,htreeDepth,1,
floorplanning,core-area,3690,um^2
timing,whs,0.321,ns
global_routing,grtUsageTotal,5.31,%
power,switching_share,30.5,%
detailed_routing,wl_per_cell,11.5,um
timing,setup_viol,3,
layout,drive_above_1_share,43.6,%
yosys,area_leaders,"dfrtp_1 38%, dfstp_2 8.8%, ha_1 6.3%, xor2_1 5.9%, xnor2_1 4.4%",
detailed_routing,avgViaCountPerCell,3.77,
floorplanning,dieArea,6720,um^2
power,power_frac_seq,30.0,%
yosys,netlist_instances,51,
worst_setup_path,crit_type,"flop to flop",
yosys,top_area_cell,"dfrtp_1",
timing,final_hold_viol_count,0,
power,intPower,1.45,mW
yosys,synth_warnings,1,
layout,areaGrowthSynthToFinish,79.6,%
timing,fmax,693,MHz
clock_network,cts_tree,"done",
timing,rsz0062_at_grt,"true",
detailed_routing,initialDrtViolationCount,13,
clock_network,clk_pin_slew,0.05,ns
worst_setup_path,r2r_setup_slack,-0.14,ns
status,violations,"negative setup slack",
yosys,yosysChipArea,594,um^2
power,total_power,2.09,mW
power,power_density,1960,nW/um^2
yosys,common_cells,"9 x dfrtp_1, 4 x inv_1, 4 x nand2_1, 4 x o21ai_0, 4 x xor2_1",
timing,fin_skew,0.00281,ns
clock_network,cts_buffers,3,
job,tool_warnings,28,
power,leakage,0.493,nW
detailed_routing,drc,0,
yosys,yosysSeqAreaShare,46.7,%
timing,worst_slack,-0.143,ns
floorplanning,die_w,82,um
yosys,synthDistinctLibCells,24,
layout,design_area,1070,um^2
floorplanning,fp-row-count,22,
worst_setup_path,critPathCaptureType,"flop",
clock_network,cts_hold_buffers,0,
global_routing,grt_max_degree,12,
status,status,"complete, but fails checks",
global_routing,grt_overflow,0,
detailed_routing,num_vias,536,
global_routing,grt_pass1_wl,2760,um
power,p_comb_share,53.6,%
detailed_routing,num_antenna_cells,0,
timing,min_period_over_period,111,%
placement,gp_congestion,0.692,
yosys,yosysTopAreaCellShare,37.9,%
timing,slew_headroom,71.0,%
yosys,async_flop_share,100,%
yosys,yosysMostFrequentCell,"dfrtp_1",
clock_network,clock_path_buffers,2,
power,vdd_drop_max,662,uV
floorplanning,io_pins,18,
timing,drv_slew,0,
clock_network,clk_latency,0.24,ns
placement,hpwl,1240,um
clock_network,cts_sinks,11,
yosys,ys_cells,51,
worst_setup_path,critPathMaxFanout,4,
worst_setup_path,cp.arrival,1.61,ns
clock_network,ctsRootBufferMaster,"clkbuf_8",
power,p_switching,0.639,mW
global_routing,antenna_found_initial,0,
placement,numPortBuffers,17,
detailed_routing,drtPass1Iterations,4,
detailed_routing,postRouteAntennaNets,0,
worst_setup_path,cp.required,1.47,ns
job,max_cap_violations,0,
yosys,synth_area,594,um^2
worst_hold_path,hold_class,"input pin to asynchronous set/reset pin",
==> sequential cells by signal (all words and copies together), names as in the netlist <==
| name | count |
|---|---|
| orientation | 2 |
| update_position | 1 |
| x | 4 |
| y | 4 |
==> final timing paths <==
kind / startpoint / endpoint
max in group asynchronous: reset / x[0]
min: reset / update_position
min in group clk0: rotate / y[2]
max: x[2] / x[3]
min reg2reg: orientation[0] / orientation[0]
max reg2reg: x[2] / x[3]
==> cells in the final DEF, fill, tap and decap left out, drive strengths merged, types with 4 or more instances in the layout <==
cell type	count
buf	22
dlygate4sd2	11
dfrtp	9
clkbuf	5
xor2	4
nand2	4
inv	4
o21ai	4
==> cell type report <==
type / instances / area (um^2)
Inverter: 4 / 15.0
Fill cell: 392 / 2620
Sequential cell: 11 / 278
Timing Repair Buffer: 39 / 340
Multi-Input combinational cell: 36 / 329
Tap cell: 48 / 60.1
Clock buffer: 4 / 45.0
==> timing repair <==
| action | CTS | global route |
|---|---|---|
| cloned | 0 | 0 |
| setup buffers | 10 | 0 |
| endpoints found under the setup margin | 18 | 6 |
| resized | 22 | 5 |
| pin swaps | 5 | 1 |
==> power by group through the flow <==
stage / sequential, mW / combinational [mW] / clock (mW)
final: 0.628 / 1.12 / 0.344
after global routing: 0.652 / 1.26 / 0.381
after CTS: 0.624 / 1.14 / 0.352
==> routing by layer <==
layer,GRT usage (%),vias up,share of wire [%]
met4,0.510,0,0.80
met2,8.54,10,50
met1,6.58,260,42
met5,0,-,0
li1,-,264,-
met3,2.53,2,7.6
==> cells by family after synthesis <==
family	after synthesis	synth area share, %
buffers and inverters	4	2.53
adders and majority gates	4	9.69
AOI/OAI and AO/OA	6	5.90
DFF	11	46.7
muxes	1	1.89
and+or+nand+nor	18	22.9
xor gates and xnor gates	7	10.3
==> through the flow <==
| stage | setup TNS [ns] | std cells | util, % | setup slack [ns] |
|---|---|---|---|---|
| 6_report | -0.256 | 142 | 28.9 | -0.143 |
| 5_1_grt | -0.406 | 142 | 28.9 | -0.220 |
| 4_1_cts | -0.370 | 142 | 28.8 | -0.153 |
| 3_5_place_dp | -3.28 | 128 | 25.3 | -0.481 |
| 3_3_place_gp | -3.16 | 128 | 25.3 | -0.460 |
| 2_1_floorplan | -0.0370 | 51 | - | -0.0370 |
==> worst max-delay path: stages (launching register included) <==
cell	delay [ns]
dfstp_2	0.53
buf_6	0.10
ha_4	0.12
a211oi_2	0.05
or4_1	0.47
nand4_1	0.09
Power and IR drop assume default switching activity.
