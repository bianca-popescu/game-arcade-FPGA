$ cat /design/flow/config.mk
export PLATFORM = sky130hd
export DESIGN_NAME = ps2_interface
export DESIGN_NICKNAME = ps2_interface
export VERILOG_FILES = /design/flow/design.v
export SDC_FILE = /design/flow/constraint.sdc
export NUM_CORES = 4
export LEC_CHECK = 1
export CORE_AREA = 10 10 85 85
export DIE_AREA = 0 0 95 95
$ cat /design/flow/constraint.sdc
current_design ps2_interface

set clk_period 2.6
set clk_io_pct 0.2

create_clock -name clk0 -period $clk_period [get_ports {clk}]

set non_clock_inputs [all_inputs -no_clocks]
set_input_delay [expr $clk_period * $clk_io_pct] -clock clk0 $non_clock_inputs
set_output_delay [expr $clk_period * $clk_io_pct] -clock clk0 [all_outputs]
$ cat /design/flow/design.v
module ps2_interface (
    input wire clk,            
    input wire ps2_clk,        
    input wire ps2_data,       
    output reg [7:0] scancode,  
    output reg ready           
);
    reg [2:0] ps2_clk_sync;
    always @(posedge clk) begin
        ps2_clk_sync <= {ps2_clk_sync[1:0], ps2_clk};
    end
    wire falling_edge = (ps2_clk_sync[2:1] == 2'b10);
    reg [3:0] bit_count = 0;          
    reg [10:0] shift_reg = 0;         
    reg [7:0] last_scancode = 0;
    always @(posedge clk) begin
        ready <= 0;
        if (falling_edge) begin
            shift_reg <= {ps2_data, shift_reg[10:1]};  
            bit_count <= bit_count + 1;
            if (bit_count == 10) begin
                bit_count <= 0;
                if (shift_reg[0] == 0 && ps2_data == 1) begin
                    last_scancode <= shift_reg[8:1];  
                    scancode <= shift_reg[8:1];
                    ready <= 1;  
                end
            end
        end
    end
endmodule
$ cat /design/flow/run.sh
#!/bin/bash
# OpenROAD 26Q1-2900-gdf79404cd8, Yosys 0.63+post, stock flow scripts
make -C /OpenROAD-flow-scripts/flow DESIGN_CONFIG=/design/flow/config.mk WORK_HOME=/design/flow/orfs finish
==> summary.txt <==
flow finished, numbers: RePlAce Congestion 0.711, final core occ 20.9%, GR Util met2 4.18%, Critical Path RT 2530 ps, Syn Inst Count 43, die area 0.00903 mm², cycle use final 66.4%, IO Count 12, Non-Filler Instances 131, FMAX 0.580 GHz, Top cell excl fill/tap edfxtp_1, Filler cells 579, Syn Std Cell Area 890 µm², GR peak layer met2, crit path capture type flop, placed cells 127, drt via density 2.97, Place WS 773 ps, worst clock skew 1.40 ps, largest net degree at the start of global routing 18, Die X 95 µm, CTS buffer count 3, worst-case clock buffer depth 2, Latency at later pin 260 ps, maximum VDD drop 0.000427 V, setup_tns 0 ps, register area share after synthesis 86.6%, P_leak 0.379 nW, first drt pass iteration count 3, CP max FO 8, Fin. Hold Viols 0, Top cells excl fill/tap edfxtp_1 (23), clkdlybuf4s50_1 (11), dfxtp_1 (4), nor2_1 (3), clkbuf_8 (3), fp_density 16.3%, first-pass GRT wire length 2.10 mm, CTS Hold Bufs 0, outcome complete, no violations, CTS root buf clkbuf_8, initial antenna violation count 0, Row Count 27, kind of critical path reg -> reg, ys flops 27, met1 Usage GRT 3.58%, worst-margin pin slew 394 ps, layout cell share with drive strength beyond 1 10.2%, # diodes 0, Gates resized, CTS repair 0, Synth Area per Inst 20.7 µm², Die Ht 95 µm, max reg flops 11, number of OpenROAD warnings 26, PwrDens 636 mW/mm², Clk pin slew, worst setup/hold paths 80 ps, HP Class reg -> reg, crit path DAT 1650 ps, core area 0.00547 mm², RSZ-0062 raised after global routing false, grt ovf 0, setup bufs post-CTS 0, total track usage 2.93%, 1st-iter DRT viols 33, Final ANT Viol Nets 0, vias in the first global route 457, final wirelength 1.21 mm, H-tree depth 1, drt drc 0, Yosys Chip Area 890 µm², Routed WL per cell 9.25 µm, max-cap check violation count 0, ys cells 43, Tmin final 1730 ps, # clock sinks 27, port bufs 11, Layout area overhead 28.6%, startpoint type of the worst setup path flop, Pins Over Slew Limit 0, setup violators final 0, count of cell types in the netlist 14, slew margin rel. 73.7%, CTS tree done, YS warnings 1, DR vias 389, Worst Setup Slack, final 875 ps, M3 GR Usage 2.32%
-- worst paths after layout --
path	start	to	slack, ps	depth (start not counted)
hold / removal	ps2_clk_sync[0]	ps2_clk_sync[1]	340	0
hold reg to reg	ps2_clk_sync[0]	ps2_clk_sync[1]	340	0
setup reg to reg	bit_count[0]	scancode[5]	870	4
setup / recovery	bit_count[0]	scancode[5]	870	4
-- metal layers --
metal | share of wire (%) | up-vias
li1 | - | 193
met1 | 51 | 180
met2 | 37 | 16
met3 | 12 | 0
met4 | 0 | 0
met5 | 0 | -
-- stage by stage --
stage / cell area (µm²) / hold WS [ps] / power, mW
finish: 1140 / 344 / 0.728
global route: 1140 / 352 / 0.764
CTS: 1140 / 347 / 0.735
detailed placement: 1100 / 328 / 0.518
global placement: 1100 / 316 / 0.516
floorplan: 890 / 310 / 0.508
-- area by class of cell --
class                           instances  area [µm²]  area share [%]
Clock buffer                            3        41.3            3.61
Inverter                                1        3.75           0.328
Timing Repair Buffer                   12         118            10.3
Multi-Input combinational cell         15         115            10.1
Tap cell                               72        90.1            7.88
Sequential cell                        27         771            67.4
Clock inverter                          1        5.00           0.438
-- report_power, final --
group          internal (mW)  switching [mW]  total (mW)
sequential             0.483         0.00688       0.489
clock                  0.107           0.113       0.220
combinational        0.00943         0.00919      0.0186
total                  0.599           0.129       0.728
-- worst max-delay path, cell delays in order (launching register included) --
cell and delay, ps:
edfxtp_1 450, inv_1 90, ha_1 160, and3b_2 240, and4b_1 450
-- cells by family (layout without fill, tap and decap cells) --
group | after synthesis | after routing | share of synthesized area [%]
AOI/OAI and AO/OA | 1 | 1 | 0.985
xor gates and xnor gates | 1 | 1 | 0.985
adders and majority gates | 2 | 2 | 2.81
buffers and inverters | 1 | 17 | 0.422
DFF | 27 | 27 | 86.6
and+or+nand+nor | 11 | 11 | 8.16
-- Yosys cell counts (all sizes together) --
cell / instances / area share (%)
dfxtp: 4 / 9.0
edfxtp: 23 / 78
and4b: 2 / 2.3
xnor2: 1 / 0.98
nand2: 1 / 0.42
inv: 1 / 0.42
o221ai: 1 / 0.98
nand4b: 1 / 0.98
nand2b: 1 / 0.70
nor2: 3 / 1.3
and3b: 1 / 1.1
nor2b: 1 / 0.70
ha: 2 / 2.8
and2: 1 / 0.70
No activity file was given, so power comes from the tool's default toggle rates.
