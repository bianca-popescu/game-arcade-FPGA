**./run.sh**
```bash
#!/bin/bash
# OpenROAD 26Q1-2900-gdf79404cd8, Yosys 0.63+post, stock flow scripts
make -C /OpenROAD-flow-scripts/flow DESIGN_CONFIG=/design/flow/config.mk WORK_HOME=/design/flow/orfs finish
```
**./config.mk**
```make
export PLATFORM = sky130hd
export DESIGN_NAME = top_module
export DESIGN_NICKNAME = top_module
export VERILOG_FILES = /design/flow/design.v
export SDC_FILE = /design/flow/constraint.sdc
export NUM_CORES = 4
export LEC_CHECK = 1
export CORE_UTILIZATION = 30
```
**./constraint.sdc**
```tcl
current_design top_module

set clk_period 3.3
set clk_io_pct 0.2

create_clock -name clk0 -period $clk_period [get_ports {clk}]

set non_clock_inputs [all_inputs -no_clocks]
set_input_delay [expr $clk_period * $clk_io_pct] -clock clk0 $non_clock_inputs
set_output_delay [expr $clk_period * $clk_io_pct] -clock clk0 [all_outputs]
```
**./design.v**
```verilog
module grid (
    input clk,
    input rst,
    input [3:0] x,  
    input [4:0] y,  
    input enable_reading,
    input enable_writing,
    input state_of_the_cell_input,
    output reg state_of_the_cell_output
);
    reg grid_mem [0:19][0:9];
    always @(*) begin
        if (enable_reading) begin
            state_of_the_cell_output = grid_mem[y][x];
        end else begin
            state_of_the_cell_output = 1'b0;
        end
    end
    always @(posedge clk or posedge rst) begin
        if (rst) begin
            integer i, j;
            for (i = 0; i < 20; i = i + 1) begin
                for (j = 0; j < 10; j = j + 1) begin
                    grid_mem[i][j] <= 1'b0;
                end
            end
        end else if (enable_writing) begin
            grid_mem[y][x] <= state_of_the_cell_input;
        end
    end
endmodule
module tick_generator #(
    parameter N = 50000000   
)(
    input clk,
    input rst,
    output reg tick
);
    reg [$clog2(N)-1:0] count;
    always @(posedge clk or posedge rst) begin
        if (rst) begin
            count <= 0;
            tick <= 0;
        end else begin
            if (count == N-1) begin
                count <= 0;
                tick <= 1;
            end else begin
                count <= count + 1;
                tick <= 0;
            end
        end
    end
endmodule
module top_module(
    input clk,
    input rst,
    output [3:0] current_x,
    output [4:0] current_y
);
    wire tick;
    reg [3:0] x;
    reg [4:0] y;
    wire cell_state;
    reg write_enable;
    reg cell_value;
    tick_generator #(.N(25000000)) tick_gen (
        .clk(clk),
        .rst(rst),
        .tick(tick)
    );
    grid game_grid (
        .clk(clk),
        .rst(rst),
        .x(x),
        .y(y),
        .enable_reading(1'b0),
        .enable_writing(write_enable),
        .state_of_the_cell_input(cell_value),
        .state_of_the_cell_output(cell_state)
    );
    assign current_x = x;
    assign current_y = y;
    always @(posedge clk or posedge rst) begin
        if (rst) begin
            x <= 4'd4;
            y <= 5'd0;
            write_enable <= 0;
            cell_value <= 0;
        end else if (tick) begin
            write_enable <= 1;
            cell_value <= 1;
            y <= y + 1;
            if (y == 19) begin
                y <= 0;  
            end
        end else begin
            write_enable <= 0;
        end
    end
endmodule
```
==> run summary <==
yosys + openroad results -> status=completed, post-layout util=0.3562, Post-DRT Antenna Nets=0, EDFF count, synth=0, Die W=74.75 um, final instance area=0.001819 sq mm, Data required, critical path=3.43 ns, Crit Path Class=reg -> reg, cts repair resizes=0, CTS Buffer Depth=2, Hold Slack=0.4894 ns, post-CTS setup buffers=0, chip area line of the yosys report=0.001588 sq mm, critical-path maximum fanout=16, placed cell area=0.001702 sq mm, IO buf count=6, DR vias=1125, crit path time final=2.129 ns, WP data arrival=2.26 ns, pin count of the biggest net entering global routing=17, Syn Inst Count=156, Max-slew headroom=0.4175, WL per Instance=11.51 um, Avg Inst Size Synth=10.18 sq um, origin of the worst setup path=tick_gen.count[13], Distinct lib cells used=38, detailed-route DRC error count=0, Hold Path Class=reg -> reg, diode count=0, critical path endpoint category=flop, most instantiated logic cells after routing=31 x dfrtp_1, 17 x nor2_1, 11 x xnor2_1, starting DRC count in detailed routing=40, reg2reg start=tick_gen.count[13], clk latency of the worst-skew pair=0.28 ns, H-Tree Depth=2, Hold Vio Cnt, Final=0, Placeable Area=0.005107 sq mm, TritonRoute pass-1 iters=4, skew final=0.005503 ns, asr flop ratio synth=1.000, Die Area=0.005588 sq mm, Detailed Route WL=2.706 mm, most numerous logic cell after layout=dfrtp_1, post-DP HPWL=1.934 mm, CP Launch Type=flop, setup TNS=0 ns, Clk Tree Root Cell=clkbuf_8, Worst-path clk slew=0.06 ns, clk sinks=31, # hold bufs at CTS=0, Pins Over Slew Limit=0, Cell Area, Synth=0.001588 sq mm, VDD IR max=0.0002309 V, Pre-Place Util=0.3109, dpl ws=1.136 ns, CTS tree=built, power density over cell area=421.8 mW/mm^2, cycle use final=0.6452, DR vias/cell=4.787, IO Count=11, Finish-stage setup viols=0, tool warning count=25, Top FF cell, synth=dfrtp_1, Reg area=775.7 sq um, critical hold path startpoint=tick_gen.count[0], TritonCTS Buffers=5, Synth Register Bits=31, Rows=26, vias in the first global route=1036, YS warnings=4, total of max-cap violations=0, Logic area=755.7 sq um, RSZ-0062 raised after global routing=false, die y size=74.75 um, fraction of layout instances using a drive strength above 1=0.1091, fmax=469.7 MHz, total track usage=0.1131, Fillers=535, Least-Margin Pin Slew=0.8672 ns, Final Wtd Congestion=0.8687, leakage power=0.8029 nW, Worst Slack Setup Final=1.171 ns, yosys cell count=156, register share after synthesis=0.4886, total gr overflow=0, area delta synth->final=14.58%, initial antenna violation count=0, global-route wire length before repair=4.726 mm
[registers in the layout (all words and copies together), names as in the netlist]
name	count
tick_gen.count	25
y	5
tick_gen.tick	1
[cells by family after synthesis]
family | synth area share
AOI/OAI and AO/OA | 0.05517
other | 0.004730
and+or+nand+nor | 0.2892
buffers and inverters | 0.04018
DFF | 0.4886
xor gates and xnor gates | 0.09929
muxes | 0.007092
adders and majority gates | 0.01576
[power by group]
part           switching (W)  leakage (nW)  internal [W]
Sequential                 0         0.424      0.000380
Combinational     0.00000732         0.318    0.00000187
Clock               0.000134        0.0612      0.000244
Total               0.000141         0.803      0.000626
[area by class of cell]
class                   instances  share of cell area
inverters                       4            0.008253
clock inverters                 2             0.01926
repair buffers                  7             0.03714
flip-flops and latches         31              0.4264
multi-input cells             115              0.4154
well taps                      70             0.04814
clock buffers                   6             0.04539
[cells in the mapped netlist (2+ instances only)]
cell,number,area share
and4_1,3,0.017
and3_1,2,0.0079
inv_1,4,0.0095
a21oi_1,4,0.013
nand4_1,5,0.020
nor3b_1,2,0.0095
dfrtp_1,31,0.49
xnor2_1,11,0.061
nand2_1,10,0.024
or4_4,2,0.014
nand3_1,8,0.025
buf_4,4,0.019
nor4b_1,2,0.011
or4_1,2,0.0095
nor2b_1,3,0.012
ha_1,2,0.016
o21ai_0,6,0.019
or3_1,3,0.012
nor4_1,5,0.020
nor3_1,4,0.013
conb_1,2,0.0047
o31ai_1,2,0.0095
xor2_1,7,0.039
buf_2,2,0.0063
nor2_1,17,0.040
[path summary, 6_finish.rpt]
kind | to | slack, ns | cells after the start
max in group asynchronous | tick_gen.count[19] | 1.92 | 3
hold / removal | tick_gen.count[0] | 0.49 | 1
setup / recovery | tick_gen.count[6] | 1.17 | 4
min in group asynchronous | tick_gen.count[3] | 0.74 | 2
setup reg to reg | tick_gen.count[6] | 1.17 | 4
hold reg to reg | tick_gen.count[0] | 0.49 | 1
[per-layer routing]
layer  part of all wire  global-route usage  vias to the layer above
met5                  0                   0                        -
met2               0.47              0.1722                       16
li1                   -                   -                      561
met3              0.035             0.02578                        4
met1               0.48              0.1732                      544
met4              0.016             0.02096                        0
[metrics by stage]
step / cells / total power [W]
detailed placement: 227 / 0.0003971
CTS: 235 / 0.0007815
global placement: 227 / 0.0003970
floorplan: 158 / 0.0003960
global route: 235 / 0.0007970
finish: 235 / 0.0007673
[critical path: stages (launching register included)]
cell,delay (ns)
dfrtp_1,0.41
nand2_1,0.13
or4b_1,0.58
nor4_4,0.75
nor2_1,0.12
Power is estimated from default activity; no workload was simulated.
